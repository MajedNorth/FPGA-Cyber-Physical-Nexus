$ cat run.sh
#!/bin/bash
# OpenROAD 26Q1-2900-gdf79404cd8, Yosys 0.63+post, stock flow scripts
make -C /OpenROAD-flow-scripts/flow DESIGN_CONFIG=/design/flow/config.mk WORK_HOME=/design/flow/orfs finish
$ cat config.mk
export PLATFORM = sky130hd
export DESIGN_NAME = uart_rx
export DESIGN_NICKNAME = uart_rx
export VERILOG_FILES = /design/flow/design.v
export SDC_FILE = /design/flow/constraint.sdc
export NUM_CORES = 4
export LEC_CHECK = 1
export CORE_AREA = 10 10 104 104
export DIE_AREA = 0 0 114 114
$ cat constraint.sdc
current_design uart_rx

set clk_period 3.3
set clk_io_pct 0.2

create_clock -name clk0 -period $clk_period [get_ports {clk}]

set non_clock_inputs [all_inputs -no_clocks]
set_input_delay [expr $clk_period * $clk_io_pct] -clock clk0 $non_clock_inputs
set_output_delay [expr $clk_period * $clk_io_pct] -clock clk0 [all_outputs]
$ cat design.v
`timescale 1ns / 1ps
module uart_rx #(
    parameter  CLKS_PER_BIT = 10416
)(
    input logic clk,        
    input logic rst,        
    input logic rx_serial,  
    output logic [7:0] rx_byte,  
    output logic rx_done,         
    output logic spy_pin
);
    assign spy_pin = rx_serial;
    typedef enum logic [2:0]{
        IDLE,       
        START_BIT,  
        DATA_BITS,  
        STOP_BIT,   
        CLEANUP     
    } state_t; 
    state_t state_q;     
    state_t state_next;  
    logic [13:0] clock_count_q, clock_count_next;  
    logic [2:0]  bit_index_q, bit_index_next;      
    logic [7:0]  rx_data_q, rx_data_next;          
    logic rx_sync_1;  
    logic rx_sync_2;  
    always_ff @(posedge clk) begin  
        if (rst) begin  
            state_q        <= IDLE;
            clock_count_q  <= 0;
            bit_index_q    <= 0;
            rx_data_q      <= 0;
            rx_sync_1      <= 1;
            rx_sync_2      <= 1;  
        end
        else begin      
            state_q        <= state_next;
            clock_count_q  <= clock_count_next;
            bit_index_q    <= bit_index_next;  
            rx_data_q      <= rx_data_next; 
            rx_sync_1 <= rx_serial;  
            rx_sync_2 <= rx_sync_1;  
        end
    end
    always_comb begin
        state_next       = state_q; 
        clock_count_next = clock_count_q;
        bit_index_next   = bit_index_q;
        rx_data_next     = rx_data_q;
        rx_done          = 0;
        rx_byte          = rx_data_q;  
        case (state_q)
            IDLE: begin
                if (rx_sync_2 == 0) begin
                    state_next = START_BIT;  
                    clock_count_next = 0;    
                end
                else begin
                    state_next = IDLE;  
                end
            end
            START_BIT: begin
                if ( clock_count_q == (CLKS_PER_BIT/2)) begin
                    if (rx_sync_2 == 0 ) begin
                        clock_count_next = 0;  
                        state_next       = DATA_BITS;
                    end
                    else begin
                        state_next = IDLE;
                    end
                end 
                else begin 
                    clock_count_next = clock_count_q + 1;
                end
            end
            DATA_BITS: begin
                if (clock_count_q < CLKS_PER_BIT - 1) begin
                    clock_count_next = clock_count_q + 1;
                    state_next = DATA_BITS;  
                end
                else begin
                    clock_count_next = 0;
                    rx_data_next[bit_index_q] = rx_sync_2;
                    if ( bit_index_q < 7 ) begin
                        bit_index_next = bit_index_q + 1;  
                        state_next = DATA_BITS; 
                    end  
                    else begin
                        bit_index_next = 0; 
                        state_next = STOP_BIT;
                    end
                end
            end
            STOP_BIT: begin
                if (clock_count_q < CLKS_PER_BIT - 1) begin
                    clock_count_next = clock_count_q + 1;  
                    state_next = STOP_BIT;
                end
                else begin
                    state_next = CLEANUP;  
                end
            end
            CLEANUP: begin
                rx_done = 1;  
                state_next = IDLE;  
            end 
            default: state_next = IDLE;  
        endcase
    end
endmodule
==> flow_summary.ini <==
; flow metrics
[yosys]
ys_seq_share_pct = 36.2
simple_gate_share_pct = 24.8
yosys_warnings = 1
ys_area_um2 = 1770
synth_top_flop_cell = dfxtp_1
ys_types = 53
yosys.area_share.aoi_pct = 25.9
async_reset_ff_share_pct = 0
topCombFamilyByArea = AND-OR/OR-AND gates
ys_cells = 203
synth-seq-cells = 32
synthesis.area_um2 = 1770
synthXorXnorAreaFrac_pct = 0.990
avgSynthCellArea_um2 = 8.72
synth_cells = 203
synth_adder_area_share_pct = 4.95
synth.area.mux_share_pct = 1.70
edf_count = 0

[clocking]
cts.sinks = 32
htree_levels = 2
cts_tree = built
post-cts-setup-buffers = 0
root_buffer = clkbuf_8
cts_buffers = 5
clk_latency_ps = 290
clk_pin_slew_worst_paths_ps = 70
clockBufferDepth = 2
holdBufCountCts = 0
cts-resized-gates = 0

[run]
drv_cap = 0
warning_count = 30

[floorplan]
dieArea_um2 = 13000
rows = 34
chipWidth_um = 114
io_pins = 13
core_um2 = 8680
fp_util_pct = 20.4
fp.dieH_um = 114

[power]
powerDensity_nw_per_um2 = 359
fin_total_pwr_uw = 743
p_leak_uw = 0.000711
ir_worst_vdd_uv = 180

[route]
vias_per_cell = 4.75
diodes = 0
wl_per_cell_um = 12.3
drc_errors = 0
ant_nets = 0
first_pass_iters = 4
wl_mm = 3.95
vias = 1528
drtIter0Drc = 63

[hold_path]
hold_path.class = flop to flop

[cells_and_area]
fill_cells = 951
area_growth_syn_to_layout_pct = 17.0
design_area_um2 = 2070
final_core_util_pct = 23.8
drive_gt1_share_pct = 9.81

[placed_design]
dp_hpwl_mm = 2.88
port_buffers = 12
dp_slack_ps = 650
place_area_um2 = 1980
gp_congestion = 0.843

[global_route]
first_global_vias = 1376
grt_max_degree = 17
overflow = 0
grt_usage_pct = 6.07
antenna_found_initial = 0
grt_pass1_wl_mm = 6.75

[final_timing]
period_minus_slack_ps = 2460
grt_setup_unrepaired = false
max_freq_mhz = 407
timing.setup.tns_ps = 0
period_used_pct = 74.5
max-slew-margin-rel_pct = 45.9
worst_pin_slew_ps = 808
finalHoldViolations = 0
drv_slew = 0
finClkSkew_ps = 7.89
setup_viol = 0
setup_ws_ps = 840

[critical_path]
cp.required_ps = 3470
crit_path_start_kind = flop
crit_path_max_fanout = 16
cp-end-kind = flop
worstPathArrival_ps = 2630
critPathKind = flop to flop

[status]
outcome = finished, final reports clean
-- metal layers --
| metal | global-route usage, % | vias up | part of all wire (%) |
|---|---|---|---|
| met5 | 0 | - | 0 |
| met4 | 0.835 | 0 | 1.1 |
| met3 | 1.70 | 5 | 5.2 |
| met2 | 9.38 | 20 | 44 |
| met1 | 8.47 | 714 | 50 |
| li1 | - | 789 | - |
-- sequential cells by signal, indices dropped and copies added (netlist names) --
signal         count
bit_index_q        3
rx_sync_1          1
rx_data_q          8
clock_count_q     14
rx_sync_2          1
state_q            5
-- per-stage QoR --
| stage | hold slack (ps) | std cells |
|---|---|---|
| 2_1_floorplan | 382 | 203 |
| 3_3_place_gp | 400 | 314 |
| 3_5_place_dp | 398 | 314 |
| 4_1_cts | 426 | 322 |
| 5_1_grt | 440 | 322 |
| 6_report | 422 | 322 |
-- synth_stat cells, types with 2 or more instances --
master	instances	area, um2
buf_6	2	22.5
nor4_1	3	18.8
nor2_1	12	45.0
buf_2	2	10.0
clkbuf_1	6	22.5
a41o_1	2	20.0
nand2_1	20	75.1
inv_1	8	30.0
mux2i_1	3	30.0
a22o_1	4	35.0
a32o_1	4	40.0
or2_2	3	18.8
nand3_1	11	55.1
a21oi_1	9	45.0
and4_1	3	26.3
ha_1	7	87.6
a211o_1	2	17.5
a31oi_1	4	25.0
nand3b_1	3	22.5
nand2b_1	4	25.0
dfxtp_1	32	641
xnor2_1	2	17.5
a221o_1	3	30.0
o21ai_0	8	40.0
o211ai_1	4	30.0
or3_1	7	43.8
and3_1	3	18.8
o2111ai_1	2	17.5
nor3_1	6	30.0
-- path summary, 6_finish.rpt --
kind,startpoint,endpoint,slack (ps),cells past startpoint
worst max-delay path,clock_count_q[6],clock_count_q[6],840,5
worst min-delay path,rx_sync_1,rx_sync_2,420,1
worst max register to register,clock_count_q[6],clock_count_q[6],840,5
worst min register to register,rx_sync_1,rx_sync_2,420,1
-- area by class of cell --
cell class | count | area (um2) | share of cell area, %
Tap cell | 108 | 135 | 6.53
Multi-Input combinational cell | 151 | 1030 | 49.9
Clock buffer | 6 | 82.6 | 3.99
Sequential cell | 32 | 641 | 31.0
Clock inverter | 2 | 10.0 | 0.484
Timing Repair Buffer | 14 | 135 | 6.53
Inverter | 9 | 33.8 | 1.63
-- power by group --
group / total, uW / internal [uW] / switching [uW]
combinational: 36.0 / 14.8 / 21.2
clock: 315 / 166 / 149
sequential: 392 / 389 / 3.00
-- layout by cell type (no fill, tap or decap), types with 4 or more instances in the layout --
cell type / netlist / layout
ha_1: 7 / 7
dfxtp_1: 32 / 32
a32o_1: 4 / 4
nand3_1: 11 / 11
nand2b_1: 4 / 4
clkdlybuf4s50_1: 0 / 12
nor2_1: 12 / 12
or3_1: 7 / 7
nor3_1: 6 / 6
nand2_1: 20 / 20
o21ai_0: 8 / 8
inv_1: 8 / 8
a22o_1: 4 / 4
a31oi_1: 4 / 4
a21oi_1: 9 / 9
o211ai_1: 4 / 4
clkbuf_8: 0 / 6
-- worst max-delay path: stages, from the launching register on --
cell,delay (ps)
dfxtp_1,470
or4b_4,520
o41ai_4,410
a31oi_2,360
and2_4,290
a221o_1,290
-- cells by family (layout without fill, tap and decap cells) --
| logic type | after synthesis | count (layout) |
|---|---|---|
| AOI/OAI and AO/OA | 57 | 57 |
| buffers and inverters | 20 | 31 |
| xor gates and xnor gates | 2 | 2 |
| muxes | 3 | 3 |
| DFF | 32 | 32 |
| and+or+nand+nor | 82 | 82 |
| adders and majority gates | 7 | 7 |
Power is estimated from default activity; no workload was simulated.
